## ./config.mk

```make
export PLATFORM = sky130hd
export DESIGN_NAME = sort_2
export DESIGN_NICKNAME = sort_2
export VERILOG_FILES = /design/flow/design.v
export SDC_FILE = /design/flow/constraint.sdc
export NUM_CORES = 4
export LEC_CHECK = 1
export CORE_UTILIZATION = 40
```

## ./constraint.sdc

```tcl
current_design sort_2

set clk_period 3.7
set clk_io_pct 0.2

create_clock -name clk0 -period $clk_period [get_ports {clk}]

set non_clock_inputs [all_inputs -no_clocks]
set_input_delay [expr $clk_period * $clk_io_pct] -clock clk0 $non_clock_inputs
set_output_delay [expr $clk_period * $clk_io_pct] -clock clk0 [all_outputs]
```

## ./design.v

```verilog
module sort_2
#(	
	parameter N = 8,
	parameter K = 5
)
(
	input clk,
	input rst_n,
	input  [N-1:0] data_in,
	input wr_data,
	output reg [N-1:0] data_out,
	output reg data_out_en
);
parameter s0 = 4'd0;
parameter s1 = 4'd1;
parameter s2 = 4'd2;
parameter s3 = 4'd3;
parameter s4 = 4'd4;
parameter s5 = 4'd5;
parameter s6 = 4'd6;
parameter s7 = 4'd7;
parameter s8 = 4'd8;
parameter s9 = 4'd9;
parameter s10 = 4'd10;
reg [3:0]state;
reg rev_flag;
reg [N-1: 0] i;
reg [N-1: 0] j;
reg [N-1: 0] A;
reg [N-1: 0] B;
reg [N-1: 0] DATA_IN[K-1:0];
reg [K-1: 0] data_num; 
reg [K-1 : 0] out_num;
reg wr_done;
reg sort_done;
always @(posedge clk or negedge rst_n) begin
	if(!rst_n) begin
		data_num <= 0;
	end 
	else if(wr_data) begin 
		if(data_num <= K ) begin
			data_num <= data_num + 1;
		end
		else 
			data_num <=0;
	end 
	else begin
		data_num <= 0;
	end 
end 
always @(posedge clk or negedge rst_n) begin
	if(!rst_n) begin
		wr_done <=0;
		i <= 0;
		j <= 0;
		sort_done <= 0;
		state <= s0;
		out_num <=0;
		data_out_en <=0;
	end
	else begin
		case (state)
			s0:	begin
				if(wr_data) begin
					sort_done <= 0;
					state <= s1;
				end 
				else begin
					state <= s0; 
				end 
				i <= 0;
			end
			s1: begin
					if(data_num <= K)begin 
					DATA_IN[data_num-1] <= data_in;
					wr_done <= 0;					
				end 
				else begin
					state <= s2;
					wr_done <= 1;
				end 	
			end
			s2: begin
					A <= DATA_IN[i];
					j <= i;
					state <= s3;		
			end 
			s3: begin
				j <= j+1;
				state <= s4;
			end 
			s4: begin
				B <= DATA_IN[j];
				state <= s5;
			end
			s5: begin
				if(A > B)
					state <= s6;
				else 
					state <= s8;
			end 
			s6: begin
				DATA_IN[j] <= A;
				state <= s7;
			end 
			s7: begin
				DATA_IN[i] <= B;
				state <= s8;
			end
			s8: begin
				A <= DATA_IN[i] ;
				if(j == K-1) begin
					if(i == K-2) begin
						state <= s9;
					end 
					else begin
						i <= i+1;
						state <= s2;
					end 
				end 
				else begin
					j <= j+1;
					state <= s4;
				end 
			end
			s9: begin
				sort_done <= 1;
				data_out_en<=1;
				state <= 10;
			end 
			s10: begin
				if(out_num < K) begin
					data_out <= DATA_IN[out_num];
					out_num <= out_num +1;
				end 
				else begin
					data_out_en <=0;
					out_num <= 0;
					data_out <= 0;
					state <= s0;
				end 
			end 
		endcase 
	end 
end
endmodule 
```

## ./run.sh

```bash
#!/bin/bash
# OpenROAD 26Q1-2900-gdf79404cd8, Yosys 0.63+post, stock flow scripts
make -C /OpenROAD-flow-scripts/flow DESIGN_CONFIG=/design/flow/config.mk WORK_HOME=/design/flow/orfs finish
```

==> impl_metrics.csv <==
group,metric,value,unit
timing,period_needed,2440,ps
timing,grt_setup_unrepaired,"false",
timing,drv_slew,0,
detailed_routing,final_antenna_net_count,0,
layout,fill_cells,1158,
timing,timing.final.ws_setup,1260,ps
clock_tree,cts.sinks,102,
floorplanning,initCoreUtil,41.4,%
yosys,synthesis.area,0.00527,sq mm
timing,setup-tns-final,0,ps
clock_tree,clk_pin_slew,70,ps
floorplanning,fp.dieW,117,um
clock_tree,cts_setup_buffers,0,
detailed_routing,wl_met2,5420,um
critical_path,cp-end-kind,"flip-flop",
pwr,p_sw_share,32.1,%
floorplanning,boundaryPins,20,
clock_tree,htreeDepth,3,
layout,logic_area,0.00218,sq mm
timing,fmax,409,MHz
detailed_routing,vias_per_cell,5.76,
critical_path,cp_num_buf_inv,1,
yosys,top_cells_by_area,"edfxtp_1, dfrtp_1, ha_1, o21ai_0, nand2_1",
yosys,edf_count,64,
yosys,top_area_cell,"edfxtp_1",
yosys,ys_cells,471,
layout,final_common_cell,"edfxtp_1",
critical_path,crit_slowest_cell,"a311oi_2",
detailed_routing,drtIter0Drc,289,
timing,setup_violations,0,
grt,grt-ovfl-total,0,
placed_design,place_congestion,0.941,
pwr,switching_power,1.02,mW
critical_path,cp.required,3760,ps
yosys,synth-main-ff-cell,"edfxtp_1",
floorplanning,core_area,0.0127,sq mm
timing,relSlewSlack,38.9,%
pwr,internal_power,2.15,mW
detailed_routing,antenna_cells,0,
yosys,synthCells,471,
grt,antenna_found_initial,0,
layout,drive_gt1_share,6.94,%
clock_tree,cts_buffer_depth,2,
detailed_routing,wirelength_met1,5640,um
timing,worst_pin_slew,915,ps
worst_hold_path,hold_class,"flip-flop to flip-flop",
yosys,avgSynthCellArea,11.2,sq um
grt,grt_pass1_wl,19900,um
yosys,ys_ff,102,
pwr,ir_drop,0.202,mV
critical_path,slowest_delay,510,ps
pwr,p_leak,2.35,nW
clock_tree,cts_resized,0,
clock_tree,cts_buffers,9,
detailed_routing,drc,0,
clock_tree,hold_buffers,0,
placed_design,numPortBuffers,19,
floorplanning,dieHeight,117,um
outcome,status,"completed",
critical_path,path_class,"flip-flop to flip-flop",
detailed_routing,routed_wl,12800,um
critical_path,startpoint_type,"flip-flop",
timing,finalClockSkew,7.91,ps
timing,hold_violations,0,
clock_tree,clkLatencyLatePin,350,ps
critical_path,cp.arrival,2500,ps
pwr,pwr_density_cell,537,mW/mm^2
yosys,netlist.area_leader.share,36.5,%
yosys,ys_types,54,
critical_path,cp_cell_sequence,"or2_2, a311oi_2, o21a_1, nor4b_1, buf_4",
detailed_routing,vias,3816,
yosys,ys_warn_count,2,
floorplanning,rows,41,
run,warning_count,39,
critical_path,crit_family,"AND-OR/OR-AND gates",
placed_design,dp_hpwl,9210,um
detailed_routing,dr.max_layer_used,"met4",
detailed_routing,wire_per_inst,19.3,um
detailed_routing,firstDrtPassIters,7,
grt,grt_start_max_net_pins,42,
floorplanning,die-area,0.0136,sq mm
pwr,power_frac_seq,49.3,%
clock_tree,cts_tree,"done",
grt,grt_pass1_vias,3768,
layout,regArea,0.00287,sq mm
pwr,p_comb_share,22.0,%
timing,whs,379,ps
layout,final_cell_mix,"edfxtp_1, nand2_1, o21ai_0",
clock_tree,clockRootBuffer,"clkbuf_16",
critical_path,crit_fanout,8,
layout,syn2layout_area_growth,11.9,%
placed_design,pre_cts_slack,1300,ps
grt,gr-usage-all-layers,20.8,%
yosys,ys_area,0.00527,sq mm
detailed_routing,wl_met3,1400,um
pwr,clkPwrFrac,28.7,%
yosys,synth_seq_share,54.5,%
yosys,async_flop_share,37.3,%
timing,period_used_share,66.0,%
run,drv_cap,0,
-- cells in the mapped netlist, types with 3 or more instances --
cell / number
nand3_1: 8
nand2_1: 53
a221oi_1: 16
and3_1: 4
and2_1: 4
mux2i_1: 17
dfrtp_1: 37
a32oi_1: 9
a32o_1: 3
a21oi_1: 16
nor3b_1: 4
nand2b_1: 4
nor3_1: 3
a22oi_1: 16
a21o_1: 3
clkbuf_1: 12
buf_1: 4
inv_1: 27
buf_2: 6
nor2_1: 22
o21ai_0: 40
ha_1: 29
nor2b_1: 7
a2bb2oi_1: 4
a22o_1: 12
o22ai_1: 7
nand4_1: 7
edfxtp_1: 64
-- worst paths after layout --
path | startpoint | depth (start not counted) | to | slack [ps]
max in group asynchronous | rst_n | 2 | state[0] | 2820
min reg2reg | state[2] | 0 | state[8] | 380
max | data_num[1] | 5 | DATA_IN[0][4] | 1260
min | state[2] | 0 | state[8] | 380
min in group asynchronous | rst_n | 2 | state[10] | 480
max reg2reg | data_num[1] | 5 | DATA_IN[0][4] | 1260
-- registers in the layout, indices dropped and copies added, names as in the netlist --
signal	cells
DATA_IN	40
state	11
A	8
B	8
data_out	8
i	8
j	8
data_num	5
out_num	5
data_out_en	1
-- area by class of cell --
type,instances,area share (%)
inverters,27,1.72
repair buffers,27,4.16
multi-input cells,318,37.0
clock inverters,7,0.954
well taps,172,3.65
clock buffers,9,3.82
flip-flops and latches,102,48.7
-- kinds of logic (layout without fill, tap and decap cells) --
kind of cell	after synthesis	after routing	share of synthesized area, %
buffers and inverters	51	70	4.06
AND/OR/NAND/NOR	130	130	12.3
multiplexers	17	17	3.23
AND-OR/OR-AND	138	138	18.4
other	1	1	0.0712
flip-flops	102	102	54.5
XOR/XNOR	3	3	0.499
adder cells (fa/ha/maj)	29	29	6.89
-- worst register-to-register path, stage by stage (launching register included) --
cell      delay [ps]
dfrtp_1          440
or2_2            320
a311oi_2         510
o21a_1           250
nor4b_1          390
buf_4            250
-- metrics by stage --
stage          utilization, %  area, sq um  std cells  power, mW
2_1_floorplan               -         5270        471       2.03
3_3_place_gp             44.2         5620        646       2.26
3_5_place_dp             44.2         5620        646       2.27
4_1_cts                  46.4         5900        662       3.18
5_1_grt                  46.4         5900        662       3.34
6_report                 46.4         5900        662       3.17
-- power groups by stage --
stage	clock, mW	combinational, mW	sequential, mW
5_1_grt	0.978	0.783	1.58
4_1_cts	0.934	0.692	1.56
6_report	0.909	0.697	1.56
-- metal layers --
metal | up-vias | track usage (%)
li1 | 1814 | -
met1 | 1794 | 31.6
met2 | 180 | 28.8
met3 | 28 | 9.86
met4 | 0 | 3.80
met5 | - | 0
Power figures rest on the tool's default switching activity, not on a simulated workload.
