File: ./design.v
module bitcount
#(	
	parameter N = 8,
	parameter K = 4
)
(
	input clk,
	input rst_n,
	input  [N-1:0] A,
	input A_en,
	output reg [K-1:0] B,
	output reg B_finish
);
parameter s0 = 4'd0;
parameter s1 = 4'd1;
parameter s2 = 4'd2;
parameter s3 = 4'd3;
parameter s4 = 4'd4;
parameter s5 = 4'd5;
parameter s6 = 4'd6;
parameter s7 = 4'd7;
parameter s8 = 4'd8;
reg [3:0]state;
reg [N-1:0] A_r;
reg [K-1:0] cnt;
always @(posedge clk or negedge rst_n) begin
	if(!rst_n) begin
		state <= s0;
		B <= 0;
		cnt <= 0;
		B_finish<=0;
		A_r <= 0;
	end 
	else  begin 
		case(state) 
			s0: begin
					B_finish <= 0;
					if(A_en == 1) begin
						B <= 0;
						A_r <= A;
						state <= s1;
					end 
					else begin
						state <= s0;	
					end 
			end 
			s1: begin
					if(A_r[0] == 1)
						B <= B + 1;
					else 
						B <= B ;
					state <= s2;
			end 
			s2: begin 
					if(cnt < N) begin
						A_r[N-1:0] <= {1'b0, A_r[N-1 :1]};
						cnt <= cnt+1;
						state <= s1;
					end 
					else  begin
						state <= s4;
					end 
			end 
			s4: begin
					B_finish <= 1;
					state <= s0;
			end 
		endcase
	end 
end 
endmodule 
File: ./run.sh
#!/bin/bash
# OpenROAD 26Q1-2900-gdf79404cd8, Yosys 0.63+post, stock flow scripts
make -C /OpenROAD-flow-scripts/flow DESIGN_CONFIG=/design/flow/config.mk WORK_HOME=/design/flow/orfs finish
File: ./config.mk
export PLATFORM = sky130hd
export DESIGN_NAME = bitcount
export DESIGN_NICKNAME = bitcount
export VERILOG_FILES = /design/flow/design.v
export SDC_FILE = /design/flow/constraint.sdc
export NUM_CORES = 4
export LEC_CHECK = 1
export CORE_AREA = 10 10 93 93
export DIE_AREA = 0 0 103 103
File: ./constraint.sdc
current_design bitcount

set clk_period 2.3
set clk_io_pct 0.2

create_clock -name clk0 -period $clk_period [get_ports {clk}]

set non_clock_inputs [all_inputs -no_clocks]
set_input_delay [expr $clk_period * $clk_io_pct] -clock clk0 $non_clock_inputs
set_output_delay [expr $clk_period * $clk_io_pct] -clock clk0 [all_outputs]
==> notes.md <==
run metrics: outcome=complete, no violations, Area Growth Syn to Fin=29.13%, Max-area cell share=50.44%, Final min period=roughly 1800 ps, peak supply drop=0.4604 mV, number of global-route vias before repair=just under 700, Crit Path Max Fanout=8, yosys warns=1, cells on worst reg2reg path=3, Worst setup SP type=primary input, r2r startpoint=state[0], critical path arrival=~1900 ps, fraction of registers with async set/reset=100.0%, fill count=between 700 and 800, die height=between 100 and 150 µm, distinct cell type count after synthesis=31, Detail Route Antenna Nets=0, cell count listed in synth_stat.txt=83, number of enable flip-flop cells=0, Avg Inst Size Synth=11.95 µm², FP Util=~15%, Rel. slew slack=between 50% and 60%, Pleak=about 0.52 nW, post-synth top area cell=dfrtp_1, Netlist Area Pre-Place=roughly 990 µm², initial antenna violation count=0, CP required=2450 ps, first-pass GRT wire length=between 3 and 4 mm, GR Overflow Total=0, Wirelength per Cell=10.29 µm, tool warnings=25, Starting DRT DRC Count=43, Rows=30, Routed WL=1.863 mm, RSZ-0062 raised after global routing=no, Boundary Pins=16, IO buf count=15, largest net degree at the start of global routing=22, Post-Syn Instances=roughly 83, Setup Skew=3.270 ps, part of the cycle the worst path needs=between 70% and 80%, Placer Congestion=roughly 0.79, drt first pass iters=4, Total Neg Setup Slack=0 ps, Crit. Startpoint=A_en, PD cells=between 800 and 900 mW/mm², GRT Util Overall=3.767%, post-CTS sizing=0, post-DR vias/cell=approximately 3.7, Sink Count=21, Slew Limit Fails=0, Placed Cells=about 180, Flop area=approximately 530 µm², most frequent cells after synthesis=dfrtp_1, mux2_2, nand2_1, Slew @ Worst Pin=602.1 ps, Post-CTS Setup Repair Bufs=0, Reg-to-Reg End=A_r[1], Yosys reg bits=21, HP Class=flop to flop, Fmax=~0.56 GHz, Root Driver=clkbuf_8, hold_buf cts=0, kind of critical path=primary input to flop, CTS Buffer Depth=2, HPWL Detailed=~1.4 mm, worst skew pair latency=roughly 260 ps, Yosys chip area=992.2 µm², CTS Buf Count=3, worst hold stages=1, Post-synth area hogs=dfrtp_1, mux2_2, nand2_1, top-count cell post-synth=dfrtp_1, remaining routing DRC violations=0, CP Capture Type=flop, Hold WS=between 400 and 500 ps, routed vias=roughly 660, number of diodes=0, Final Non-Filler Cells=181, Max Cap Viol=0, share of layout cells above drive strength 1=approximately a fifth, Comb gate area=439.2 µm², Final setup violation count=0, Die Size=between 0.01 and 0.015 mm², CTS tree=done, H-tree levels=1, core area=0.006756 mm², Final Hold Viols=0, Seq share, synth=53.09%, Clock Pin Slew Worst Setup and Hold Paths=~80 ps, Die X=103 µm, Pwr Total=1.071 mW, worst setup path endpoint=A_r[1], setup slack, reg-to-reg=just under 600 ps, ys flop type=dfrtp_1
## metrics by stage
stage	cell area [µm²]	setup slack [ps]	utilization [%]
CTS	1281	501.0	18.96
detailed placement	1235	231.5	18.28
finish	1281	517.8	18.96
global placement	1235	247.5	18.28
floorplan	992.2	880.8	-
global route	1281	407.6	18.96
## report_power, final
part | switching [mW] | internal (mW)
combinational | 0.0870 | 0.180
sequential | 0.0859 | 0.474
clock | 0.123 | 0.121
total | 0.296 | 0.775
## layout by cell type (no fill, tap or decap), types with 2 or more instances in the layout
master           count
o21ai_0              3
nor2_1               2
nand3_1              2
clkbuf_8             3
xnor2_1              2
mux2_2              13
nand2_1             10
ha_1                 2
clkdlybuf4s50_1     15
dfrtp_1             20
nor2b_1              2
nand2b_1             3
inv_1                3
a22o_1               2
## cells by family (layout without fill, tap and decap cells)
group           Yosys count  count (layout)  share of synthesized area (%)
flops                    21              21                          53.09
buf+inv                   5              23                          2.648
xor+xnor                  2               2                          1.766
compound gates           11              11                          7.819
fa+ha+maj                 2               2                          2.522
mux                      15              15                          16.90
simple gates             27              27                          15.26
## worst max-delay path, cell delays in order
cell	delay [ps]
clkdlybuf4s50_1	470
nor2b_1	510
nor3_4	150
mux2_1	330
## cell type report
type	count	share of cell area, %
multi-input cells	57	34.28
well taps	80	7.812
flip-flops and latches	21	41.11
inverters	3	0.8789
clock buffers	3	3.223
clock inverters	1	0.3906
repair buffers	16	12.30
## metal layers
metal | GRT usage, % | routed length (µm) | vias up
li1 | - | - | 328
met1 | 4.924 | 822 | 311
met2 | 5.997 | 886 | 22
met3 | 1.490 | 146 | 2
met4 | 0.3209 | 8 | 0
met5 | 0 | 0 | -
## sequential cells by signal, summed over array words and instances, names as in the netlist
register	cells
B_finish	1
A_r	8
cnt	4
B	4
state	4
## worst min-delay path by stage
stage | from | to | slack (ps)
CTS | state[1] | B_finish | 460
finish | state[1] | B_finish | 450
global route | state[1] | B_finish | 480
Power figures rest on the tool's default switching activity, not on a simulated workload.
