==> flow/design.v <==
module multiply
#(	
	parameter N = 8,
	parameter K = 16
)
(
	input clk,
	input rst_n,
	input in_en,
	input  [N-1:0] A,
	input  [N-1:0] B,
	output reg done,
	output  [K-1:0] P
);
parameter s0 = 4'd0;
parameter s1 = 4'd1;
parameter s2 = 4'd2;
parameter s3 = 4'd3;
parameter s4 = 4'd4;
parameter s5 = 4'd5;
parameter s6 = 4'd6;
parameter s7 = 4'd7;
parameter s8 = 4'd8;
reg [3:0]state;
reg [N-1:0] B_r;
reg [N-1:0] b_cnt;
reg [K-1:0] A_r;
reg [K-1:0] P_r;
reg s;  
always @(posedge clk or negedge rst_n) begin
	if(!rst_n) begin
		A_r <= 0;
		B_r <= 0;
		P_r <= 0;
		b_cnt <= 0;
		done <=0;
		state <= s1;
	end 
	else  begin 
		case(state) 
			s1: begin
					P_r <= 0;
					done <=0;
					if(in_en ==1) begin
						A_r <= A;
						B_r <= B;
						s <= 1;
					end 
					else if(s == 1) begin
						state <= s2;
					end 
					else begin
						s <= 0;
					end 								
			end 
			s2: begin
					b_cnt <= 0;
					A_r <= { 8'b0, A_r};
					state <= s3;
			end 
			s3: begin 
					if(B_r[b_cnt] == 1) begin
						P_r <= P_r  + A_r;	
					end 
					else begin
						P_r <= P_r ;
					end
					state <= s4;
			end 
			s4: begin			
					if(b_cnt < N) begin
						A_r <= (A_r << 1);
						b_cnt <= b_cnt + 1; 
						state <= s3;
					end 
					else begin
						b_cnt <= 0;
						state <= s5;
					end 
				end 
			s5: begin
					done <= 1;
					state <= s1;
			end 
		endcase
	end 
end 
assign P = (done == 1) ? P_r : 0;
endmodule 
==> flow/run.sh <==
#!/bin/bash
# OpenROAD 26Q1-2900-gdf79404cd8, Yosys 0.63+post, stock flow scripts
make -C /OpenROAD-flow-scripts/flow DESIGN_CONFIG=/design/flow/config.mk WORK_HOME=/design/flow/orfs finish
==> flow/config.mk <==
export PLATFORM = sky130hd
export DESIGN_NAME = multiply
export DESIGN_NICKNAME = multiply
export VERILOG_FILES = /design/flow/design.v
export SDC_FILE = /design/flow/constraint.sdc
export NUM_CORES = 4
export LEC_CHECK = 1
export CORE_UTILIZATION = 30
==> flow/constraint.sdc <==
current_design multiply

set clk_period 8.1
set clk_io_pct 0.2

create_clock -name clk0 -period $clk_period [get_ports {clk}]

set non_clock_inputs [all_inputs -no_clocks]
set_input_delay [expr $clk_period * $clk_io_pct] -clock clk0 $non_clock_inputs
set_output_delay [expr $clk_period * $clk_io_pct] -clock clk0 [all_outputs]
==> flow_metrics.tcl <==
# place-and-route summary
set metrics [dict create \
    setup_slack_ns 4.79 \
    gp_congestion 0.851 \
    crit_type "reg2out" \
    cts_inserted_buffers 5 \
    cts.sinks 54 \
    ant_nets 0 \
    cp.arrival_ns 1.69 \
    cp.required_ns 6.48 \
    irDropWorstVdd_uv 197 \
    postSynthCellCount 297 \
    r2r-end "P_r[14]" \
    rsz0062_at_grt "false" \
    core_area_sq_um 9820 \
    hp-start "state[4]" \
    drtIter0Drc 94 \
    drt-total-wl_um 6000 \
    pin_count 36 \
    clk-insertion-delay-late_ns 0.31 \
    grt_pass1_wl_um 10300 \
    ys.flop_type "dfrtp_1" \
    ys_area_sq_um 3050 \
    area_growth_pct 17.4 \
    finalPower_uw 882 \
    holdWs_ns 0.395 \
    worst_pin_slew_ns 0.691 \
    slew_viol_final 0 \
    post_cts_resize_count 0 \
    vias 2228 \
    status "complete, no violations" \
    grt_pass1_vias 2142 \
    cts_tree "built" \
    ff2ff_path_depth 10 \
    drive_gt1_share_pct 13.9 \
    portBuffers 35 \
    switching_power_uw 347 \
    crit-reg2reg-launch "A_r[0]" \
    maxCapViolations 0 \
    yosysCellCount 297 \
    clkPwrFrac_pct 17.9 \
    hold_depth 0 \
    wire_per_inst_um 12.9 \
    setup-tns-final_ns 0 \
    synth_area_per_cell_sq_um 10.3 \
    vias_per_cell 4.79 \
    hp-class "reg2reg" \
    fmax_mhz 302 \
    yosys_warnings 1 \
    cp-end-kind "output pin" \
    regToRegSetupSlack_ns 5.45 \
    static-leakage-power_uw 0.00161 \
    worst_clock_skew_ns 0.00828 \
    placementRows 36 \
    fin_crit_sh_pct 40.9 \
    edf_count 0 \
    worstHoldEndpoint "state[1]" \
    syn_area_sq_um 3050 \
    synthDistinctLibCells 48 \
    pwr_density_cell_nw_per_um2 246 \
    place_ws_ns 4.98 \
    root_buffer "clkbuf_8" \
    cp-start-kind "flip-flop" \
    cts_setup_buffers 0 \
    min_period_ns 3.31 \
    nFillCells 1001 \
    path_max_fanout 18 \
    num_antenna_cells 0 \
    hold_buffers 0 \
    yosysSeqAreaShare_pct 44.3 \
    clk_pin_slew_ns 0.10 \
    p_comb_share_pct 38.0 \
    hold_viol 0 \
    grt_overflow 0 \
    track_usage_pct 12.7 \
    fp_util_pct 31.1 \
    drc 0 \
    warning_count 25 \
    grt_antenna_before_repair 0 \
    die_area_sq_um 10600 \
    fp.dieW_um 103 \
    htree_levels 2 \
    clock_path_buffers 2 \
    swShare_pct 39.3 \
    power.share.sequential_pct 44.1 \
    grt_max_degree 55 \
    dr.pass1.iters 5 \
    p_int_uw 536 \
    die_h_um 103 \
    dp_hpwl_um 4320 \
    async_flop_share_pct 100 \
    synth_flops 54 \
    relSlewSlack_pct 54.0 \
    finalSetupViolations 0 \
]
[how the worst max path moves through the flow]
stage | startpoint | endpoint | slack (ns)
4_1_cts | done | P[15] | 4.69
6_report | done | P[15] | 4.79
5_1_grt | done | P[15] | 4.64
[logic make-up after synthesis]
kind of cell             Yosys count  share of synthesized area [%]
XOR/XNOR                          14                           4.02
AND-OR/OR-AND                     79                           17.5
multiplexers                      18                           7.05
AND/OR/NAND/NOR                   96                           15.6
adder cells (fa/ha/maj)           17                           7.22
flip-flops                        54                           44.3
buffers and inverters             19                           4.26
[cells in the mapped netlist (6+ instances only)]
master / number / share of area (%)
dfrtp_1: 53 / 43
nand2_1: 43 / 5.3
and2_1: 19 / 3.9
ha_1: 16 / 6.6
a21oi_1: 15 / 2.5
o21ai_0: 14 / 2.3
o21ai_2: 14 / 4.0
a21o_1: 10 / 2.5
nor2_1: 10 / 1.2
xor2_1: 10 / 2.9
mux2_2: 8 / 3.0
mux2i_1: 8 / 2.6
inv_1: 7 / 0.86
o31ai_1: 6 / 1.5
[sequential cells by signal, indices dropped and copies added, names as in the netlist]
signal	flops
done	1
B_r	8
P_r	16
state	5
b_cnt	8
A_r	16
[critical path, stage by stage (launching register included)]
cell and delay [ns]:
dfrtp_1 0.69, and2_1 0.23, clkdlybuf4s50_1 0.47
[per-layer routing]
layer | up-vias | global-route usage [%] | share of wire [%]
met1 | 1060 | 19.3 | 47
met2 | 42 | 20.6 | 47
li1 | 1121 | - | -
met4 | 0 | 1.19 | 0.95
met3 | 5 | 1.86 | 4.6
met5 | - | 0 | 0
[layout make-up]
class | instances | area (sq um) | share of cell area (%)
multi-input combinational | 224 | 1570 | 43.8
sequential | 54 | 1350 | 37.7
timing repair buffer | 39 | 375 | 10.5
tap | 133 | 166 | 4.64
clock buffer | 5 | 68.8 | 1.92
inverter | 7 | 26.3 | 0.733
clock inverter | 3 | 25.0 | 0.698
[power by group through the flow]
stage,Sequential [uW],Combinational (uW),Clock [uW]
after CTS,392,338,165
after global routing,402,377,174
final,389,335,158
[placed cells by master (no fill, tap or decap), drive strengths merged, types with 3 or more instances in the layout]
master and instances:
clkbuf 5, ha 16, and2 20, nor2 11, xnor2 4, clkdlybuf4s50 34, mux2i 8, o31ai 6
dfrtp 53, a21oi 15, nand3 3, a211oi 3, buf 5, nor2b 4, mux2 8, nand2 45
a21o 10, o22ai 3, nand2b 5, o21ai 31, inv 8, xor2 10
[metrics by stage]
stage                     area (sq um)  utilization (%)  instances
after floorplan                   3050                -        297
after global placement            3490             35.5        457
after detailed placement          3490             35.5        457
after CTS                         3580             36.5        465
after global routing              3580             36.5        465
final                             3580             36.5        465
Power and IR drop assume default switching activity.
